$ cat flow/config.mk
export PLATFORM = sky130hd
export DESIGN_NAME = ALU
export DESIGN_NICKNAME = ALU
export VERILOG_FILES = /design/flow/design.v
export SDC_FILE = /design/flow/constraint.sdc
export NUM_CORES = 4
export LEC_CHECK = 1
export CORE_UTILIZATION = 40
$ cat flow/constraint.sdc
current_design ALU

set clk_period 1.0
set clk_io_pct 0.2

create_clock -name clk0 -period $clk_period [get_ports {CLK}]

set non_clock_inputs [all_inputs -no_clocks]
set_input_delay [expr $clk_period * $clk_io_pct] -clock clk0 $non_clock_inputs
set_output_delay [expr $clk_period * $clk_io_pct] -clock clk0 [all_outputs]
$ cat flow/design.v
module ALU #( parameter OPER_WIDTH = 8,
                        OUT_WIDTH = OPER_WIDTH*2
)
(
input wire                  CLK,
input wire                  RST, 
input wire [OPER_WIDTH-1:0] A, 
input wire [OPER_WIDTH-1:0] B,
input wire                  EN,
input wire [3:0]            ALU_FUN, 
output reg [OUT_WIDTH-1:0]  ALU_OUT,
output reg                  OUT_VALID  
);
reg [OUT_WIDTH-1:0] ALU_OUT_Comb;
reg                 OUT_VALID_Comb;
localparam  Addition = 4'b0000 ,
            Subtraction = 4'b0001 , 
            Multiplication = 4'b0010 ,
            Division = 4'b0011 ,
            AND = 4'b0100 ,
            OR = 4'b0101 ,
            NAND = 4'b0110 ,
            NOR = 4'b0111 ,
            XOR = 4'b1000 ,
            XNOR = 4'b1001 ,
            equalution = 4'b1010 ,
            greater = 4'b1011 ,
            smaller = 4'b1100 ,
            shift_right_1 = 4'b1101 ,
            shift_left_1 = 4'b1110 ;
always @(posedge CLK or negedge RST)
begin
  if(!RST)
   begin
    ALU_OUT   <= 'b0 ;
    OUT_VALID <= 1'b0 ;	
   end
  else 
   begin  
    ALU_OUT   <= ALU_OUT_Comb ;
    OUT_VALID <= OUT_VALID_Comb ;
   end	
end  
always @(*)
begin
   OUT_VALID_Comb = 1'b0 ;
   ALU_OUT_Comb   = 1'b0 ;
   if(EN)
    begin   
	 OUT_VALID_Comb = 1'b1 ;
     case (ALU_FUN) 
     Addition: begin
               ALU_OUT_Comb = A+B;
              end
     Subtraction: begin
               ALU_OUT_Comb = A-B;
              end
     Multiplication: begin
               ALU_OUT_Comb = A*B;
              end
     Division: begin
               ALU_OUT_Comb = A/B;
              end
     AND: begin
               ALU_OUT_Comb = A & B;
              end
     OR: begin
               ALU_OUT_Comb = A | B;
              end
     NAND: begin
               ALU_OUT_Comb = ~ (A & B);
              end
     NOR: begin
               ALU_OUT_Comb = ~ (A | B);
              end     
     XOR: begin
               ALU_OUT_Comb =  (A ^ B);
              end
     XNOR: begin
               ALU_OUT_Comb = ~ (A ^ B);
              end           
     equalution: begin
              if (A==B)
                 ALU_OUT_Comb = 'b1;
              else
                 ALU_OUT_Comb = 'b0;
              end
     greater: begin
               if (A>B)
                 ALU_OUT_Comb = 'b10;
               else
                 ALU_OUT_Comb = 'b0;
              end 
     smaller: begin
               if (A<B)
                 ALU_OUT_Comb = 'b11;
               else
                 ALU_OUT_Comb = 'b0;
              end     
     shift_right_1: begin
               ALU_OUT_Comb = A>>1;
              end
     shift_left_1: begin 
               ALU_OUT_Comb = A<<1;
              end
    default: begin
               ALU_OUT_Comb = 'b0;
             end
    endcase
   end
  else
   begin
	 OUT_VALID_Comb = 1'b0 ;
   end   
end  
endmodule
$ cat flow/run.sh
#!/bin/bash
# OpenROAD 26Q1-2900-gdf79404cd8, Yosys 0.63+post, stock flow scripts
make -C /OpenROAD-flow-scripts/flow DESIGN_CONFIG=/design/flow/config.mk WORK_HOME=/design/flow/orfs finish
==> qor.txt <==
Wirelength, routed: 35900 um
Vias in the first global route: 11100
Final TNS setup: -158.38 ns
Top Ports: 40
Mapped Area: 0.00954 mm2
Top cell by count, worst path: buf_4
Total power: 60100 uW
Yosys stat cell total: 1271
Final Cycle Share: 2400%
Slew Viols, Final: 0
Reg clk slew, reported paths: 0.06 ns
LEAKAGE: 0.00806 uW
First DRT Iteration DRCs: 799
Crit Path Category: input pin to flip-flop
I/O Buffers: 39
Critical path fanouts, max: 8
Pre-antenna DRT Iters: 5
RSZ-0062 raised after global routing: true
Antenna Violating Nets Remaining: 0
Unique cell types: 100
Post-synthesis sequential area ratio: 4.46%
Yosys warns: 1
Post-synth top flop: dfrtp_1
Die area: 0.0245 mm2
Routed len/inst: 16.4 um
Period minus WS final: 23.97 ns
HPWL after DPL: 26200 um
Slew headroom: 51.7%
Vias: 11800
CP endpoint kind: flip-flop
Place WS: -23.81 ns
Final Util: 68.3%
CP peak stage delay: 0.54 ns
Max clock buf depth: 2
Failing checks: setup timing
Top cells by area: ha_1 21%, fa_1 8.0%, nor2_1 5.3%
Most common library cells after synthesis: 162 x ha_1, 135 x nor2_1, 107 x nand2_1
Fillers: 1746
Hold Path Class: input pin to async pin
CP max-delay cell: or4_4
Delay-heaviest family, CP: AND-OR/OR-AND gates
Crit start category: input pin
Chip area in the Yosys report: 0.00954 mm2
Cts hold-fix bufs: 0
CTS root buffer: clkbuf_16
FP Util: 40.8%
Most frequent cell after synthesis: ha_1
Crit path DAT: 24.10 ns
Top area contributor share: 21.2%
Largest net degree at the start of global routing: 28
TritonCTS clock tree: built
Post-Syn Area per Cell: 7.51 um2
Max capacitance violation total: 0
CTS Buf Count: 3
Share of cells above drive strength 1: 45.2%
Vias per cell: 5.39
CP Buf/Inv Count: 54
Drt drc: 0
Grt ovf: 0
Worst hold-check slack: 0.283 ns
Row cnt: 56
Power Density: 3760 mW/mm2
Crit path DRT: 1.13 ns
Core ar.: 0.0234 mm2
Tool warnings: 47
First-pass GRT wire length: 55700 um
Number of enable flip-flop cells: 0
Achievable Freq: 41.7 MHz
GP Congestion: 1.01
Status: finished, violations left
GRT Resource Usage Total: 29.3%
Htree depth: 1
Hold Violations, Final: 0
Ys async rst share: 100%
Largest area contributor in the netlist: ha_1
Inserted Diodes: 0
Die width: 156 um
CTS sink cnt: 17
P&R area growth vs syn: 67.5%
Setup slack after layout: -22.97 ns
Cells after Synth: 1271
Initial antenna violation count: 0
Post-synth regs: 17
DIE HEIGHT: 156 um
Count of final setup violators: 16
Worst-Margin Slew: 0.715 ns
VDD IR-drop max: 8.90 mV
Stages on the worst setup path: 153
## stage by stage
step / cell area, um2 / std cells
3_5_place_dp: 14000 / 2037
2_1_floorplan: 10100 / 1278
4_1_cts: 15100 / 2137
6_report: 16000 / 2189
5_1_grt: 16000 / 2189
3_3_place_gp: 14000 / 2037
## registers in the layout (all words and copies together), names as in the netlist
name and cells:
OUT_VALID 1, ALU_OUT 16
## area by class of cell
type	instances	area [um2]	area share, %
Multi-Input combinational cell	1123	9700	60.7
Timing Repair Buffer	632	5010	31.3
Sequential cell	17	425	2.66
Tap cell	319	399	2.50
Inverter	94	372	2.33
Clock buffer	4	78.8	0.493
## per-layer routing
metal | GRT usage [%] | vias to the layer above | wire length, um
li1 | - | 5867 | -
met1 | 40.5 | 5514 | 16900
met2 | 47.4 | 330 | 16100
met3 | 4.62 | 85 | 1780
met4 | 8.40 | 0 | 1240
met5 | 0 | - | 0
## report_power, final
group / switching (uW) / leakage, uW / internal, uW
sequential: 48.1 / 0.000225 / 768
combinational: 25900 / 0.00779 / 32600
clock: 299 / 0.0000382 / 543
total: 26200 / 0.00806 / 33900
## cells in the final DEF (no fill, tap or decap), drive strengths merged, types with 9 or more instances in the layout
cell          instances
or2                  14
or3                  15
o21ai                63
nor4                 13
o21bai               12
o211ai                9
o21a                 44
nand3                24
xor2                 22
mux2                 21
nand2b               22
inv                  90
a21o                 32
nor2                135
ha                  162
clkbuf               15
dlymetal6s2s          9
fa                   38
o31ai                19
a31oi                14
nor3                 49
buf                 603
nand2               109
a221oi               10
nand4                10
a21oi                98
xnor2                42
dfrtp                17
## logic make-up (layout without fill, tap and decap cells)
logic type | after synthesis | after routing | synth area share (%)
flip-flops | 17 | 17 | 4.46
XOR/XNOR | 64 | 64 | 5.87
other | 1 | 8 | 0.0393
AND-OR/OR-AND | 399 | 399 | 29.9
adder cells (fa/ha/maj) | 200 | 200 | 29.2
buffers and inverters | 138 | 730 | 5.74
multiplexers | 29 | 29 | 3.74
AND/OR/NAND/NOR | 423 | 423 | 21.1
## final timing paths
check                      startpoint                     to  slack, ns
max                              B[0]   ALU_OUT[0]$_DFF_PN0_     -22.97
min                               RST   ALU_OUT[1]$_DFF_PN0_       0.28
max in group asynchronous         RST  ALU_OUT[10]$_DFF_PN0_       0.58
min in group clk0                  EN    OUT_VALID$_DFF_PN0_       0.42
## repair_timing
action,CTS,global route
setup endpoints to repair,33,24
hold endpoints to repair,0,0
gates cloned,0,0
pin swaps,67,51
gates resized,108,142
buffers inserted,96,52
No activity file was given, so power comes from the tool's default toggle rates.
