--- ./config.mk ---
export PLATFORM = sky130hd
export DESIGN_NAME = DATA_SYNC
export DESIGN_NICKNAME = DATA_SYNC
export VERILOG_FILES = /design/flow/design.v
export SDC_FILE = /design/flow/constraint.sdc
export NUM_CORES = 4
export LEC_CHECK = 1
export CORE_AREA = 10 10 70 70
export DIE_AREA = 0 0 80 80
--- ./constraint.sdc ---
current_design DATA_SYNC

set clk_period 2.6
set clk_io_pct 0.2

create_clock -name clk0 -period $clk_period [get_ports {CLK}]

set non_clock_inputs [all_inputs -no_clocks]
set_input_delay [expr $clk_period * $clk_io_pct] -clock clk0 $non_clock_inputs
set_output_delay [expr $clk_period * $clk_io_pct] -clock clk0 [all_outputs]
--- ./design.v ---
module DATA_SYNC # ( 
     parameter NUM_STAGES = 2 ,
	           BUS_WIDTH = 8 
)(
input    wire                      CLK,
input    wire                      RST,
input    wire                      bus_enable,
input    wire     [BUS_WIDTH-1:0]  unsync_bus,
output   reg      [BUS_WIDTH-1:0]  sync_bus,
output   reg                       enable_pulse_d
);
reg   [NUM_STAGES-1:0]    sync_reg;
reg                       enable_flop ;					 
wire                      enable_pulse ;
wire  [BUS_WIDTH-1:0]     sync_bus_c ;
always @(posedge CLK or negedge RST)
begin
  if(!RST)      
   begin
    sync_reg <= 'b0 ;
   end
  else
   begin
    sync_reg <= {sync_reg[NUM_STAGES-2:0],bus_enable};
   end  
end
always @(posedge CLK or negedge RST)
begin
  if(!RST)     
   begin
    enable_flop <= 1'b0 ;	
   end
  else
   begin
    enable_flop <= sync_reg[NUM_STAGES-1] ;
   end  
end
assign enable_pulse = sync_reg[NUM_STAGES-1] && !enable_flop ;
always @(posedge CLK or negedge RST)
begin
  if(!RST)      
   begin
    sync_bus <= 'b0 ;	
   end
  else
   begin
    sync_bus <= sync_bus_c ;
   end  
end
assign sync_bus_c =  enable_pulse ? unsync_bus : sync_bus ;
always @(posedge CLK or negedge RST)
begin
  if(!RST)      
   begin
    enable_pulse_d <= 1'b0 ;	
   end
  else
   begin
    enable_pulse_d <= enable_pulse ;
   end  
end
endmodule
--- ./run.sh ---
#!/bin/bash
# OpenROAD 26Q1-2900-gdf79404cd8, Yosys 0.63+post, stock flow scripts
make -C /OpenROAD-flow-scripts/flow DESIGN_CONFIG=/design/flow/config.mk WORK_HOME=/design/flow/orfs finish
==> flow_summary.json <==
{
  "p_leak_nw": 0.304,
  "path_buffers": 1,
  "openroad.warnings": 25,
  "drt-vias-per-instance": 2.76,
  "synth_cell_types": 4,
  "final_antenna_net_count": 0,
  "core_um2": 3420,
  "yosysCellCount": 22,
  "cts_tree": "built",
  "power_density_nw_per_um2": 630,
  "syn_inst": 22,
  "antenna_found_initial": 0,
  "final_critical_path_setup_slack_ns": 0.974,
  "groute.usage.overall_pct": 3.21,
  "critPathArrivalTime_ns": 1.11,
  "cp_top_family": "buffers and inverters",
  "number_of_flip_flops_under_the_largest_register_name": 8,
  "drt-wirelength-per-cell_um": 10.6,
  "yosys.stat.chipArea_um2": 454,
  "die-height_um": 80,
  "critical_path.cell_chain": "clkdlybuf4s50_1",
  "vias": 248,
  "top_level_ports": 20,
  "num_antenna_cells": 0,
  "min-delay-start": "sync_reg[0]",
  "wire_length_of_the_first_global_routing_pass_mm": 1.55,
  "worstPathMaxFanout": 2,
  "grt_max_degree": 13,
  "critPathLaunch": "sync_bus[3]",
  "synth.avg_cell_area_um2": 20.6,
  "ctsLongestPathBuffers": 2,
  "ys_seq_elements": 12,
  "holdBufCountCts": 0,
  "outcome": "complete, no violations",
  "crit_path_top_delay_cell": "sky130_fd_sc_hd__clkdlybuf4s50_1",
  "final.setup.tns_ns": 0,
  "std_cell_rows": 21,
  "drc": 0,
  "clk_latency_ns": 0.27,
  "cts-root-buf": "sky130_fd_sc_hd__clkbuf_4",
  "clock_skew_ns": 0.00231,
  "slew_viol_final": 0,
  "synth-seq-area-share_pct": 66.1,
  "synth_area_um2": 454,
  "cts.repair.resized": 0,
  "place_congestion": 0.650,
  "fin_crit_ns": 1.63,
  "drv_cap": 0,
  "globalRouteOverflowTotal": 0,
  "worst-slew-pin-transition_ns": 0.525,
  "final_hold_viol_count": 0,
  "numPortBuffers": 19,
  "cts_made_buffers": 3,
  "fin_util_pct": 21.0,
  "area_delta_synth_final_pct": 58.1,
  "final.period_utilization_pct": 62.5,
  "fp_util_pct": 13.3,
  "starting_drt_drc_count": 1,
  "number_of_buffers_added_for_setup_after_cts": 0,
  "wirelength_um": 953,
  "type_of_the_worst_setup_path": "flip-flop to primary output",
  "cts.clk_slew.worst_paths_ns": 0.08,
  "setup_viol_count_final": 0,
  "number_of_global_route_vias_before_repair": 281,
  "critical_path.endpoint_type": "primary output",
  "grt_setup_unrepaired": "no",
  "fill_cells": 373,
  "critPathMaxStageDelay_ns": 0.48,
  "max-vdd-ir-drop_v": 0.000245,
  "max_clock_freq_mhz": 615,
  "worst_slew_margin_rel_pct": 64.9,
  "rr_startpoint": "enable_flop",
  "synthesis.yosys.warnings": 1,
  "post_layout_total_power_w": 0.000453,
  "crit_required_ns": 2.08,
  "drt-pass1-iter-count": 2,
  "die.size.x_um": 80,
  "h_tree_depth_reported_by_cts": 1,
  "worstSetupStartpointType": "flip-flop",
  "worst_hold_path_type": "flip-flop to flip-flop",
  "chip_area_um2": 6400,
  "cts_sinks": 12,
  "drive_above_1_share_pct": 29.5,
  "dp_slack_ns": 1.25
}
cells in the mapped netlist (all sizes together):
cell,instances,area share [%]
mux2,8,26
dfrtp,12,66
buf,1,4.4
nor2b,1,3.0
through the flow:
stage          hold slack (ns)  std cells  instance area, um^2
2_1_floorplan            0.224         22                  454
3_3_place_gp             0.332         86                  682
3_5_place_dp             0.335         86                  682
4_1_cts                  0.354         90                  718
5_1_grt                  0.364         90                  718
6_report                 0.352         90                  718
where the power goes:
| group | internal (W) | switching [W] | leakage [nW] |
|---|---|---|---|
| Sequential | 0.000208 | 0.0000116 | 0.142 |
| Clock | 0.0000850 | 0.0000628 | 0.0210 |
| Combinational | 0.0000699 | 0.0000154 | 0.141 |
| Total | 0.000363 | 0.0000898 | 0.304 |
cells by family (layout without fill, tap and decap cells):
kind of cell	Yosys count	in the layout	synth area share [%]
DFF	12	12	66.1
muxes	8	8	26.4
and+or+nand+nor	1	1	3.03
buffers and inverters	1	23	4.41
layer usage:
metal	global-route usage [%]	part of all wire [%]	vias to the layer above	wire length, um
met5	0	0	-	0
met3	2.61	15	0	139
met4	0.176	0	0	0
li1	-	-	120	-
met2	4.17	40	14	379
met1	4.18	45	114	433
cell usage in the layout, fill, tap and decap left out:
cell type | synthesis | routed
sky130_fd_sc_hd__clkbuf_8 | 0 | 1
sky130_fd_sc_hd__clkdlybuf4s50_1 | 0 | 19
sky130_fd_sc_hd__mux2_4 | 8 | 8
sky130_fd_sc_hd__nor2b_4 | 1 | 1
sky130_fd_sc_hd__dfrtp_1 | 12 | 12
sky130_fd_sc_hd__clkbuf_4 | 0 | 3
path summary, 6_finish.rpt:
path | to | slack (ns) | cells after the start
max | sync_bus[3] | 0.97 | 1
min | sync_reg[1] | 0.35 | 0
max reg2reg | sync_bus[7] | 1.41 | 2
min reg2reg | sync_reg[1] | 0.35 | 0
max in group asynchronous | sync_bus[5] | 1.66 | 1
min in group asynchronous | sync_reg[1] | 0.59 | 1
layout make-up:
type	count	area (um^2)	area share, %
multi-input cells	9	134	18.6
clock buffers	4	36.3	5.05
repair buffers	19	190	26.5
well taps	46	57.6	8.01
flip-flops and latches	12	300	41.8
No activity file was given, so power comes from the tool's default toggle rates.
