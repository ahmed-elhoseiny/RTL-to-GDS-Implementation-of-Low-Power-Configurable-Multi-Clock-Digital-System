$ cat flow/design.v
module RegFile #(
parameter WIDTH = 8, 
          DEPTH = 16, 
          ADDR = 4 
) (
input wire                       CLK,
input wire                       RST,
input wire                       WrEn,
input wire                       RdEn,
input wire      [ADDR-1:0]       Address,
input wire      [WIDTH-1:0]      WrData,
output reg      [WIDTH-1:0]      RdData,
output reg                       RdData_VLD,
output wire     [WIDTH-1:0]      REG0,
output wire     [WIDTH-1:0]      REG1,
output wire     [WIDTH-1:0]      REG2,
output wire     [WIDTH-1:0]      REG3
);
reg [WIDTH-1:0] regArr [DEPTH-1:0] ;    
integer i ;
always @(posedge CLK or negedge RST)
begin
   if(!RST)  
    begin
        RdData_VLD <= 1'b0;
	    RdData     <= 1'b0 ;
        for (i=0 ; i<DEPTH ; i=i+1)
        begin
            if (i==2) 
            begin
                regArr[i] <= 'b001000_01;
            end else if (i==3) 
            begin
                regArr[i] <= 'b0000_1000;
            end
            regArr[i] <= 'b0 ;
        end
    end
   else if (WrEn && !RdEn) 
    begin
      regArr[Address] <= WrData ;
    end
   else if (RdEn && !WrEn) 
    begin    
       RdData <= regArr[Address] ;
       RdData_VLD <= 1'b1;
    end
    else 
    begin
        RdData_VLD <= 1'b0;
    end        
end
assign REG0 = regArr[0] ;
assign REG1 = regArr[1] ;
assign REG2 = regArr[2] ;
assign REG3 = regArr[3] ;
endmodule
$ cat flow/run.sh
#!/bin/bash
# OpenROAD 26Q1-2900-gdf79404cd8, Yosys 0.63+post, stock flow scripts
make -C /OpenROAD-flow-scripts/flow DESIGN_CONFIG=/design/flow/config.mk WORK_HOME=/design/flow/orfs finish
$ cat flow/config.mk
export PLATFORM = sky130hd
export DESIGN_NAME = RegFile
export DESIGN_NICKNAME = RegFile
export VERILOG_FILES = /design/flow/design.v
export SDC_FILE = /design/flow/constraint.sdc
export NUM_CORES = 4
export LEC_CHECK = 1
export CORE_UTILIZATION = 30
$ cat flow/constraint.sdc
current_design RegFile

set clk_period 1.6
set clk_io_pct 0.2

create_clock -name clk0 -period $clk_period [get_ports {CLK}]

set non_clock_inputs [all_inputs -no_clocks]
set_input_delay [expr $clk_period * $clk_io_pct] -clock clk0 $non_clock_inputs
set_output_delay [expr $clk_period * $clk_io_pct] -clock clk0 [all_outputs]
==> changes_impl.md <==
### Metrics

- Pre-placement core utilization: 0.308
- First-pass GRT wire length: 28400 um
- Area of the mapped netlist: 6290 um2
- Part of the cycle the worst path needs: 0.974
- Final setup slack of the worst path: approximately 0.042 ns
- DR iter-0 viols: 223
- Post-synth top area share: 0.545
- Combined global-route utilization of all metal layers: 0.180
- Detailed-route DRC error count: 0
- Skew final: 0.00712 ns
- Standard-cell row count: between 50 and 60
- Maximum frequency from static timing analysis: 0.642 GHz
- Largest net degree at the start of global routing: 38
- Power density relative to cell area: 1210 nW/um2
- Via count: 4691
- Relative area change from synthesis to final layout: 42.5%
- Sequential element share of the synthesized area: 0.545
- Critical Setup Path Class: primary input to flop
- Instance count of the mapped netlist: 472
- Sort of element at the start of the critical path: primary input
- Sum of met3 wire segment lengths after detailed routing: 1540 um
- Register-to-register setup slack: 0.10 ns
- Cell total in the yosys stat output: 472
- Worst max-slew margin expressed relative to the limit: 0.536
- Synthesized area per cell: 13.3 um2
- Worst slack at placement: -0.642 ns
- Final Max Slew Viols: 0
- Met2 WL post-DR: 8070 um
- Highest-count cells in the layout ignoring fill and taps: sky130_fd_sc_hd__dfrtp_1 (137), sky130_fd_sc_hd__mux2_2 (129), sky130_fd_sc_hd__buf_4 (113), sky130_fd_sc_hd__clkdlybuf4s50_1 (24), sky130_fd_sc_hd__mux2i_1 (22)
- Number of inserted diodes: 0
- Routed vias/inst: 5.04
- Antenna Nets Post-Route: 0
- Count of input and output buffers: between 50 and 60
- CTS root buf: sky130_fd_sc_hd__clkbuf_16
- Drt first pass iters: 4
- Antenna violations before repair: 0
- Register bit count reported by yosys: 137
- Number of warnings printed during yosys synthesis: 2
- Pin slew with the least headroom to its limit: 0.694 ns
- Final setup TNS: 0 ns
- Ordered list of cells on the worst path: dlygate4sd2_1, buf_4, nor2b_1, and3_1, a32o_1, a2111oi_4, a21oi_1
- Outcome: completed
- Fin crit period: ~1.6 ns
- Top FF cell, synth: sky130_fd_sc_hd__dfrtp_1
- Maximum fanout count along the critical path: 7
- Sink Count: 137
- Htree depth: 4
- Full die area: around 22000 um2
- Top area cells in the synthesized netlist: sky130_fd_sc_hd__dfrtp_1 (54%), sky130_fd_sc_hd__mux2_2 (23%), sky130_fd_sc_hd__mux2i_1 (3.5%), sky130_fd_sc_hd__mux4_2 (1.8%), sky130_fd_sc_hd__a221oi_1 (1.5%)
- DIE HEIGHT: 147 um
- Detailed-route wire length on metal 1: between 7000 and 8000 um
- Vias in the first global route: 4858
- Maximum VDD drop: ~0.00099 V
- Max cap viols: 0
- I/O Pins: 57
- Worst-Skew Late Latency: about 0.42 ns
- Final Hold Slack: 0.392 ns
- Highest signal layer in the routed design: met4
- Area of the core: 20400 um2
- Pwr Total: 10.8 mW
- CP required: 1.89 ns
- Total global routing overflow: 0
- Stage delay of the slowest cell on the critical path: roughly 0.30 ns
- Post-synthesis chip area from yosys: 6290 um2
- Average wire per cell in the routed design: 19.3 um
- Chip width: 147 um
- Critical-path top delay cell: sky130_fd_sc_hd__dlygate4sd2_1
- Count of tool warnings: 25
- Detailed placer's ending HPWL: between 10000 and 15000 um
- Cts bufs inserted: 17
- Number of distinct library cell variants in the gate-level netlist after synthesis: 40
- Post-synth tally of flip-flops with integrated enable: 0
- Fraction of final layout cells with drive strength greater than 1: 0.486
- Post-synth ARST share: 1.00
- Endpoint kind of the worst setup timing path: flop
- Routability-driven placement congestion ratio: 0.908
- Data arrival, critical path: between 1.5 and 2 ns
- Leak Pwr: 4.28 nW
- Final number of hold-violating endpoints: 0
- Setup violations, final: 0
- Total wirelength of the detailed-routed design: 18000 um
- Most instantiated logic cell after routing: sky130_fd_sc_hd__dfrtp_1
- TritonCTS clock tree: built
- Clock Pin Slew Worst Setup and Hold Paths: ~0.060 ns
- Path category of the worst min-delay check: primary input to flop
- Area leader, netlist: sky130_fd_sc_hd__dfrtp_1
- Clock tree buffer depth: 2
## sequential cells by signal, summed over array words and instances (netlist names)
name / flops
RdData: 8
RdData_VLD: 1
regArr: 128
## critical path: cells and delay by family
kind	cells	cell delay (ns)
buffers and inverters	2	0.49
AOI/OAI and AO/OA	3	0.66
and+or+nand+nor	2	0.37
## cell type report
class / instances / area (um2)
inverter: 2 / 7.51
multi-input combinational: 301 / 2790
sequential: 137 / 3430
fill: 1821 / 11500
clock buffer: 18 / 429
timing repair buffer: 188 / 1760
tap: 270 / 338
clock inverter: 14 / 219
## Yosys cell counts (2+ instances only)
master / number
sky130_fd_sc_hd__buf_4: 7
sky130_fd_sc_hd__nand2_1: 22
sky130_fd_sc_hd__nand3_1: 9
sky130_fd_sc_hd__buf_6: 2
sky130_fd_sc_hd__nor2_1: 7
sky130_fd_sc_hd__nand2b_1: 6
sky130_fd_sc_hd__o21ai_0: 12
sky130_fd_sc_hd__mux2_2: 129
sky130_fd_sc_hd__mux2i_1: 22
sky130_fd_sc_hd__mux4_2: 5
sky130_fd_sc_hd__nor2_2: 3
sky130_fd_sc_hd__inv_1: 2
sky130_fd_sc_hd__a32o_1: 2
sky130_fd_sc_hd__and3_1: 3
sky130_fd_sc_hd__nand3b_1: 2
sky130_fd_sc_hd__o22ai_1: 15
sky130_fd_sc_hd__buf_2: 4
sky130_fd_sc_hd__a21oi_1: 9
sky130_fd_sc_hd__a221oi_1: 11
sky130_fd_sc_hd__clkbuf_1: 19
sky130_fd_sc_hd__nor2b_1: 8
sky130_fd_sc_hd__nor3_1: 3
sky130_fd_sc_hd__dfrtp_1: 137
sky130_fd_sc_hd__nor3_2: 4
sky130_fd_sc_hd__a31oi_1: 9
sky130_fd_sc_hd__a22o_1: 6
## power by group
part           total (mW)  leakage [nW]  switching, mW  internal, mW
combinational        2.05          2.22          0.749          1.31
sequential           4.48          1.74          0.356          4.12
clock                4.28         0.317           1.50          2.78
total                10.8          4.28           2.60          8.21
## final timing paths
| path | startpoint | to | cells past startpoint |
|---|---|---|---|
| worst max-delay path | Address[1] | RdData[5] | 7 |
| worst max register to register | regArr[15][6] | RdData[6] | 5 |
| max in group asynchronous | RST | regArr[7][1] | 3 |
| worst min-delay path | RdEn | RdData_VLD | 4 |
| min in group asynchronous | RST | regArr[0][7] | 3 |
| worst min register to register | RdData_VLD | RdData_VLD | 2 |
## repair_timing
item,in CTS,in global routing
pin swaps,2,1
resized,33,25
setup buffers,25,15
hold buffers,3,0
endpoints found under the setup margin,160,35
cloned,3,0
endpoints found under the hold margin,37,0
## per-stage QoR
stage | utilization | instances | instance area [um2]
finish | 0.439 | 930 | 8970
detailed placement | 0.382 | 852 | 7800
global route | 0.439 | 930 | 8970
CTS | 0.430 | 915 | 8790
floorplan | - | 472 | 6300
global placement | 0.382 | 852 | 7800
## layer usage
layer,vias up,track usage
met2,160,0.268
met5,-,0
met1,2395,0.265
met4,0,0.0297
met3,23,0.0596
li1,2113,-
## cell families after synthesis
logic type / Yosys count / synth area share
mux: 157 / 0.285
buf+inv: 34 / 0.0276
simple gates: 72 / 0.0636
compound gates: 72 / 0.0787
flops: 137 / 0.545
Power and IR drop assume default switching activity.
